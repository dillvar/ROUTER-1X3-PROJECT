==> ./design.v <==
module router_fifo(rstn, clk, soft_reset, read_enb, write_enb, lfd_state, data_in, dout, full, empty);
input rstn, clk, soft_reset, read_enb, write_enb, lfd_state;
input [7:0] data_in;
output reg [7:0] dout;
output empty, full;
reg [8:0] mem[15:0];    
reg [4:0] rd_ptr;  
reg [4:0] wr_ptr;  
reg [6:0] count;
reg temp;
integer i;
assign full = ((wr_ptr[4] != rd_ptr[4]) && (wr_ptr[3:0] == rd_ptr[3:0])) ? 1'b1 : 1'b0;
assign empty = (wr_ptr[4:0] == rd_ptr[4:0]) ? 1'b1 : 1'b0;
always @(posedge clk) begin
  if (!rstn)
    temp <= 1'b0;
  else
    temp <= lfd_state;
end
always @(posedge clk) begin
  if (!rstn)
    count <= 0;
  else if (soft_reset)
    count <= 0;
  else if (read_enb && ~empty)
	  begin
		 if (mem[rd_ptr[3:0]][8] == 1'b1)
			count <= mem[rd_ptr[3:0]][7:2] + 1'b1;
		 else
			count <= count - 1'b1;
	  end
	else count<=count;
end
always @(posedge clk) begin
  if (!rstn) 
	  begin
		 wr_ptr <= 0;
		 rd_ptr <= 0;
	  end 
  else 
		begin
		 if (write_enb && ~full)
			wr_ptr <= wr_ptr + 1'b1;
		 if (read_enb && ~empty)
			rd_ptr <= rd_ptr + 1'b1;
		end
end
always @(posedge clk) begin
  if (!rstn)
    dout <= 8'b0;
  else if (soft_reset)
    dout <= 8'hz;
  else if (read_enb && ~empty)
    dout <= mem[rd_ptr[3:0]][7:0];
  else
    dout <= 8'hz;
end
always @(posedge clk) 
begin
  if (!rstn || soft_reset) 
	  begin
		 for (i = 0; i < 16; i = i + 1)
			mem[i] <= 8'b0;
	  end 
  else if (write_enb && ~full) 
	  begin
			{mem[wr_ptr[3:0]][8],mem[wr_ptr[3:0]][7:0]} <= {temp, data_in};
	  end
end
endmodule 
module router_fsm(data_in,clk,rstn,pkt_valid,parity_done,fifo_full,low_pkt_valid,soft_reset_0,soft_reset_1,soft_reset_2,empty_0,empty_1,empty_2,busy,detect_add,ld_state,laf_state,write_enb_reg,rst_int_reg,lfd_state,full_state);
input [1:0]data_in;
reg [1:0]temp;
input clk,rstn,pkt_valid,parity_done,fifo_full,low_pkt_valid;
input soft_reset_0,soft_reset_1,soft_reset_2;
input empty_0,empty_1,empty_2;
output wire detect_add,ld_state,laf_state,write_enb_reg,rst_int_reg,lfd_state,full_state;
output reg busy;
parameter decode_address=3'b000,
				load_first_data=3'b001,
				wait_till_empty=3'b010,
				load_data=3'b011,
				fifo_full_state=3'b100,
				load_parity=3'b101,
				check_parity_error=3'b110,
				load_after_full=3'b111;
reg [2:0]state,next_state;
always@(posedge clk)
begin
if(detect_add)  temp<=data_in;
end
always@(posedge clk)
begin
if (!rstn) state<=decode_address;
else if((soft_reset_0 && temp==2'b00) || (soft_reset_1 && temp==2'b01)||(soft_reset_2 && temp==2'b10))
state<=decode_address;
else state<=next_state;
end
always@(*)
begin
next_state<=decode_address;
case(state)
3'b000:begin
if((pkt_valid && data_in==0 && empty_0)||(pkt_valid && data_in==1 && empty_1)||(pkt_valid && data_in==2 && empty_2))
next_state<=load_first_data;
else if((pkt_valid && data_in==0 && ~empty_0)||(pkt_valid && data_in==1 && ~empty_1)||(pkt_valid && data_in==2 && ~empty_2))
next_state<=wait_till_empty;
else
next_state<=decode_address;
end
3'b001:begin
next_state<=load_data; end
3'b010:begin
if((empty_0 && temp==2'b00)||(empty_1 && temp==2'b01)||(empty_2 && temp==2'b10))
next_state<=load_first_data;
else
next_state<=wait_till_empty; end
3'b011:begin
if (fifo_full)
next_state<=fifo_full_state;
else if(!fifo_full && !pkt_valid)
next_state<=load_parity;
else
next_state<=load_data;
end
3'b100:begin
next_state<=(fifo_full)?fifo_full_state:load_after_full;
end
3'b101:begin
next_state<=check_parity_error;end
3'b110:begin
next_state<=(fifo_full)?fifo_full_state:decode_address; end
3'b111:begin
if (!parity_done && !low_pkt_valid)  
next_state<=load_data;
else if(!parity_done && low_pkt_valid)
next_state<=load_parity;
else if(parity_done)
next_state<=decode_address;
end
endcase
end
assign detect_add = (state==decode_address);
assign lfd_state = (state==load_first_data);
assign ld_state = (state==load_data);
assign laf_state = (state==load_after_full);
assign write_enb_reg = ((state==load_data)||(state==load_parity)||(state==load_after_full));
assign full_state=(state==fifo_full_state);
assign rst_int_reg = (low_pkt_valid==1'b0)?(state==check_parity_error):1'b0;
always@(state)begin
case(state)
3'b000,3'b011 : busy=1'b0;
default: busy=1'b1;
endcase end
endmodule 
module router_register(clk,rstn,pkt_valid,fifo_full,rst_int_reg,detect_add,ld_state,laf_state,full_state,lfd_state,parity_done,low_pkt_valid,err,dout,data_in);
input clk,rstn,pkt_valid,fifo_full,rst_int_reg,detect_add,ld_state,laf_state,full_state,lfd_state;
input [7:0]data_in;
output reg parity_done,low_pkt_valid,err;
output reg [7:0]dout;
reg [7:0]header_byte,full_state_byte,internal_parity,packet_parity;
always@(posedge clk)
begin
  if (detect_add || ~rstn)												  parity_done<=1'b0;
  else if (ld_state==1 && fifo_full==0 && pkt_valid==0)        parity_done<=1'b1;
  else if(laf_state==1 && low_pkt_valid==1 && parity_done==0) parity_done<=1'b1;
  else parity_done<=parity_done;
end
always@(posedge clk)
begin
	if(rst_int_reg || ~rstn) low_pkt_valid<=0;
	else if (ld_state && ~pkt_valid) low_pkt_valid<=1;
end
always@(posedge clk)
begin
	if (~rstn) 
		begin
			header_byte<=8'b0;full_state_byte<=8'b0;packet_parity<=8'b0;
		end
	else if(detect_add && pkt_valid && data_in[1:0]!=2'b11)      
		header_byte<=data_in;
	else if (~pkt_valid && ld_state) 
		packet_parity<=data_in;												 
	else if (fifo_full && ld_state) 
		full_state_byte<=data_in;												 
	else 
		begin
		header_byte<=header_byte;
		full_state_byte<=full_state_byte;
		packet_parity<=packet_parity;
		end
end
always@(posedge clk)
begin
	if (!rstn || detect_add)
		internal_parity<=8'b0;
	else if(lfd_state)
		internal_parity<=internal_parity^header_byte;
	else if(pkt_valid && ld_state && !full_state)
		internal_parity<=internal_parity^data_in;
	else
		internal_parity<=internal_parity;
end
always@(posedge clk)
begin
	if (!rstn) err<=0;
	else if(parity_done)
		err<=(internal_parity!=packet_parity)?1'b1:1'b0;
	else
		err<=err;
end
always@(posedge clk)
begin
if (!rstn) dout<=0;
	else if (lfd_state)
		dout<=header_byte;
	else if(ld_state && !fifo_full)
		dout<=data_in;
	else if(laf_state)
		dout<=full_state_byte;
	else
		dout<=dout; end
endmodule 
module router_syn(clk,rstn,data_in,write_enb_reg,detect_add,vld_out_0,vld_out_1,vld_out_2,read_enb_0,read_enb_1,read_enb_2,write_enb,fifo_full,empty_0,empty_1,empty_2,soft_reset_0,soft_reset_1,soft_reset_2,full_0,full_1,full_2);
input clk,rstn,empty_0,empty_1,empty_2,full_0,full_1,full_2,detect_add,write_enb_reg,read_enb_0,read_enb_1,read_enb_2;
input [1:0]data_in;
output reg soft_reset_0,soft_reset_1,soft_reset_2,fifo_full;
output reg [2:0] write_enb;
output vld_out_0,vld_out_1,vld_out_2;
reg [1:0]temp;
reg [4:0]count;   
assign vld_out_0 = ~empty_0;
assign vld_out_1 = ~empty_1;
assign vld_out_2 = ~empty_2;
always@(posedge clk)
	begin
		if(!rstn)
			temp<=0;
		else if(detect_add)
			temp<=data_in;
		else
			temp<=temp;
	end
always@(*)
	begin
		case(temp)
			2'b00 : fifo_full = full_0;
			2'b01 : fifo_full = full_1;
			2'b10 : fifo_full = full_2;
			default : fifo_full = 1'b0;
		endcase
	end
always@(*)
	begin
		if(write_enb_reg)
			begin
				case(temp)
					2'b00 : write_enb = 3'b001;
					2'b01 : write_enb = 3'b010;
					2'b10 : write_enb = 3'b100;
					default : write_enb = 3'b000;
				endcase
			end
		else
			write_enb = 3'b0;
	end
always@(posedge clk)
	begin
		if(!rstn)
			count<=5'b0;
		else if(vld_out_0)
			begin
				if(!read_enb_0)
					begin
						if(count==5'd29)
							begin
								soft_reset_0<=1'b1;
								count<=5'b0;
							end
						else
							begin
								soft_reset_0<=1'b0;
								count<=count+5'b1;
							end
					end
				else
					count<=5'b0;
			end
		else if(vld_out_1)
			begin
				if(!read_enb_1)
					begin
						if(count==5'd29)
							begin
								soft_reset_1<=1'b1;
								count<=5'b0;
							end
						else
								begin
								soft_reset_1<=1'b0;
								count<=count+5'b1;
							end
					end
				else
					count<=5'b0;
			end
		else if(vld_out_2)
			begin
				if(!read_enb_2)
					begin
						if(count==5'd29)
							begin
								soft_reset_2<=1'b1;
								count<=5'b0;
						end
						else
							begin
								soft_reset_2<=1'b0;
								count<=count+5'b1;
							end
					end
					else
					count<=5'b0;
			end
		else
				count<=5'b0;
	end
endmodule 
module top_module_router(clk,rstn,pkt_valid,read_enb_0,read_enb_1,read_enb_2,data_in,dout_0,dout_1,dout_2,vld_out_0,vld_out_1,vld_out_2,err,busy);
input clk,rstn,pkt_valid;
input read_enb_0,read_enb_1,read_enb_2;
input [7:0]data_in;
output [7:0]dout_0,dout_1,dout_2;
output vld_out_0,vld_out_1,vld_out_2,err,busy;
wire[2:0]write_enb;
wire[7:0]dout;
router_fsm FSM(data_in[1:0],clk,rstn,pkt_valid,parity_done,fifo_full,low_pkt_valid,soft_reset_0,soft_reset_1,soft_reset_2,empty_0,empty_1,empty_2,busy,detect_add,ld_state,laf_state,write_enb_reg,rst_int_reg,lfd_state,full_state);
router_register REGISTER(clk,rstn,pkt_valid,fifo_full,rst_int_reg,detect_add,ld_state,laf_state,full_state,lfd_state,parity_done,low_pkt_valid,err,dout,data_in);
router_syn SYNCHRONIZER(clk,rstn,data_in[1:0],write_enb_reg,detect_add,vld_out_0,vld_out_1,vld_out_2,read_enb_0,read_enb_1,read_enb_2,write_enb,fifo_full,empty_0,empty_1,empty_2,soft_reset_0,soft_reset_1,soft_reset_2,full_0,full_1,full_2);
router_fifo FIFO_0(rstn, clk, soft_reset_0, read_enb_0, write_enb[0], lfd_state, dout, dout_0, full_0, empty_0);
router_fifo FIFO_1(rstn, clk, soft_reset_1, read_enb_1, write_enb[1], lfd_state, dout, dout_1, full_1, empty_1);
router_fifo FIFO_2(rstn, clk, soft_reset_2, read_enb_2, write_enb[2], lfd_state, dout, dout_2, full_2, empty_2);
endmodule
==> ./run.sh <==
#!/bin/bash
# OpenROAD 26Q1-2900-gdf79404cd8, Yosys 0.63+post, stock flow scripts
make -C /OpenROAD-flow-scripts/flow DESIGN_CONFIG=/design/flow/config.mk WORK_HOME=/design/flow/orfs finish
==> ./config.mk <==
export PLATFORM = sky130hd
export DESIGN_NAME = top_module_router
export DESIGN_NICKNAME = top_module_router
export VERILOG_FILES = /design/flow/design.v
export SDC_FILE = /design/flow/constraint.sdc
export NUM_CORES = 4
export LEC_CHECK = 1
export CORE_UTILIZATION = 50
==> ./constraint.sdc <==
current_design top_module_router

set clk_period 9.3
set clk_io_pct 0.2

create_clock -name clk0 -period $clk_period [get_ports {clk}]

set non_clock_inputs [all_inputs -no_clocks]
set_input_delay [expr $clk_period * $clk_io_pct] -clock clk0 $non_clock_inputs
set_output_delay [expr $clk_period * $clk_io_pct] -clock clk0 [all_outputs]
==> Table 3: Implementation characteristics <==
Physical implementation characteristics

Parameter                              Value

GRT
  Global route overflow .................. 0
  All-layer global routing usage .................. 25.8%
  Initial antenna violation count .................. 0
  Largest net degree at the start of global routing .................. 72
  Number of global-route vias before repair .................. 13800
  Global-route wire length before repair .................. 82700 um

Route
  Post-DR wirelength/cell .................. 22.9 um
  Vias after detailed routing .................. 13500
  Detailed-routing wirelength on met1 .................. 21600 um
  Antenna violation net count after detailed routing .................. 0
  Diode count .................. 0
  Met3 Routed Length .................. 6040 um
  DR WL met2 .................. 24300 um
  Uppermost layer routed .................. met5
  Pre-Repair DR Iteration Count .................. 5
  DRC errors left .................. 0
  Routed Wire Length .................. 53100 um
  Count of routing violations after the opening detailed-route iteration .................. 792
  Per-cell via count in the routed design .................. 5.80

Logic synthesis
  Number of cells in Yosys stat .................. 1684
  Portion of synthesized cell area occupied by the leading cell type .................. 50.6%
  Leading cell types by total area after synthesis .................. sky130_fd_sc_hd__edfxtp_1, sky130_fd_sc_hd__mux4_2, sky130_fd_sc_hd__dfxtp_1, sky130_fd_sc_hd__and3_1, sky130_fd_sc_hd__nor3_1
  Yosys warning count .................. 25
  Portion of the post-synthesis area used by sequential elements .................. 61.4%
  Synth Register Bits .................. 513
  Share of async-settable or async-resettable flops after synthesis .................. 0%
  Post-Syn Area .................. 23100 um2
  Synth Area per Inst .................. 13.7 um2
  Unique cell type count in the Yosys netlist .................. 62
  Cell accounting for the most synthesized area .................. sky130_fd_sc_hd__edfxtp_1
  Yosys stat area .................. 23100 um2
  Cells after synthesis .................. 1684
  Dominant register cell in the synthesized netlist .................. sky130_fd_sc_hd__edfxtp_1
  Number of synthesized flops with an enable pin .................. 389

STA
  Shortest clock period the worst path allows after layout .................. 4.62 ns
  Worst slew margin .................. 45.8%
  Peak clock frequency supported by timing .................. 0.216 GHz
  Final Hold Violating Endpoints .................. 0
  Number of pins exceeding their max-slew limit in the final report .................. 0
  Unrepaired setup endpoints after global routing .................. no
  Least-Margin Pin Slew .................. 0.805 ns
  TNS Setup .................. 0 ns
  Fin crit share .................. 49.7%
  Final Setup Violations .................. 0
  Worst clock skew on the final layout .................. 0.0309 ns

Worst setup path
  Cell breakdown of the critical path .................. buf_4, xnor2_1, nand4_1, nor2_1, inv_1, clkdlybuf4s50_1
  Nature of the critical path endpoint .................. output port
  Worst setup path class .................. reg2out
  CP Max Fanout .................. 41
  Type of origin of the critical path .................. flip-flop
  CP max stage cell .................. sky130_fd_sc_hd__clkdlybuf4s50_1
  Required @ worst endpoint .................. 7.44 ns
  Signal arrival time at the worst endpoint .................. 2.76 ns
  Largest incremental delay on the critical path .................. 0.44 ns

Final layout
  # fillers .................. 3598
  Logic area .................. 8120 um2
  Ratio of cells with drive above 1 in the final layout .................. 16.9%
  Non-filler instance count after layout .................. 2324
  Layout overhead on the synthesized area .................. 11.3%
  Commonest Layout Cell .................. sky130_fd_sc_hd__edfxtp_1
  Area used by sequential logic in the layout .................. 14200 um2
  Most common logic cells in the final layout .................. sky130_fd_sc_hd__edfxtp_1, sky130_fd_sc_hd__nor2_1, sky130_fd_sc_hd__and3_1

Run status
  Outcome .................. finished clean

Floorplanning
  Placeable Area .................. 45500 um2
  Vertical die size .................. 217 um
  Pre-placement core utilization .................. 50.7%
  I/O pins .................. 43
  DIE WIDTH .................. 217 um
  Die area .................. 47000 um2
  Total number of placement rows .................. 78

Clock network
  Clock latency reported for the late side of the worst-skew pair .................. 0.61 ns
  Maximum level of the CTS H-tree .................. 2
  Clk sinks .................. 513
  Buffer cell driving the clock tree root .................. sky130_fd_sc_hd__clkbuf_16
  Number of setup buffers added after CTS .................. 0
  Max clock buf depth .................. 3
  Hold bufs inserted after CTS .................. 0
  Clock slew seen by the registers of the worst setup and hold paths .................. 0.06 ns
  Clock buffers created by TritonCTS .................. 54
  CTS tree .................. built
  Post-CTS resize count .................. 0

Placed design
  Final estimated routing congestion in global placement .................. 0.869
  Port Buffers .................. 42
  Sum of net half-perimeters after detailed placement .................. 32000 um
  Placed cell count .................. 2224

Run
  Total number of warnings across the stage logs .................. 35
  Max-cap violations .................. 0

Power
  Pwr per Cell Area .................. 183 nW/um2
  VDD IR max .................. 0.134 mV
  Static Leakage .................. 9.28 nW

Min path
  Hold crit path type .................. reg2reg
[power by group]
| part | switching [mW] | total (mW) | internal, mW |
|---|---|---|---|
| Sequential | 0.0225 | 2.51 | 2.49 |
| Combinational | 0.0948 | 0.157 | 0.0625 |
| Clock | 0.879 | 2.02 | 1.14 |
[path summary, 6_finish.rpt]
check	from	to	slack, ns	cells after the start
worst min register to register	REGISTER.full_state_byte[2]	REGISTER.full_state_byte[2]	0.46	2
worst max register to register	FSM.state[7]	FIFO_0.mem[1][0]	6.17	6
worst min-delay path	REGISTER.full_state_byte[2]	REGISTER.full_state_byte[2]	0.46	2
worst max-delay path	FIFO_1.wr_ptr[3]	vld_out_1	4.68	6
[per-stage QoR]
step | setup WS, ns | utilization, % | hold WS, ns | area [um2] | total power, mW
CTS | 4.65 | 56.5 | 0.461 | 25700 | 4.74
detailed placement | 5.07 | 52.8 | 0.443 | 24000 | 2.72
global placement | 5.09 | 52.8 | 0.441 | 24000 | 2.72
floorplan | 5.69 | - | 0.431 | 23100 | 2.65
global route | 4.45 | 56.5 | 0.478 | 25700 | 4.85
finish | 4.68 | 56.5 | 0.458 | 25700 | 4.69
[worst max-delay path: cells and delay by family, from the launching register on]
family	cells	cell delay [ns]
and+or+nand+nor	2	0.73
DFF	1	0.30
buffers and inverters	3	0.96
xor gates and xnor gates	1	0.17
[per-layer routing]
metal  vias up  global-route usage [%]
li1       6355                       -
met1      6515                    40.9
met2       535                    36.2
met3        79                    12.6
met4         2                    4.74
met5         -                   0.729
[area by class of cell]
cell class	count	area share, %
tap	600	2.92
sequential	513	55.1
multi-input combinational	981	31.6
timing repair buffer	106	3.50
inverter	24	0.351
clock inverter	33	0.886
clock buffer	67	5.57
[cell usage after synthesis, types with 9 or more instances]
master / instances
sky130_fd_sc_hd__inv_1: 24
sky130_fd_sc_hd__xnor2_1: 32
sky130_fd_sc_hd__nand4_1: 15
sky130_fd_sc_hd__nand3_1: 21
sky130_fd_sc_hd__mux4_2: 120
sky130_fd_sc_hd__a21bo_2: 16
sky130_fd_sc_hd__clkbuf_1: 133
sky130_fd_sc_hd__o311ai_0: 11
sky130_fd_sc_hd__and2_1: 69
sky130_fd_sc_hd__a21boi_0: 14
sky130_fd_sc_hd__or3_1: 11
sky130_fd_sc_hd__dfxtp_1: 124
sky130_fd_sc_hd__mux2i_1: 31
sky130_fd_sc_hd__nor2_1: 131
sky130_fd_sc_hd__buf_2: 19
sky130_fd_sc_hd__nand2_1: 68
sky130_fd_sc_hd__ha_1: 17
sky130_fd_sc_hd__o21ai_0: 14
sky130_fd_sc_hd__nand2b_1: 15
sky130_fd_sc_hd__xor2_1: 20
sky130_fd_sc_hd__nand3b_1: 9
sky130_fd_sc_hd__nor2b_1: 20
sky130_fd_sc_hd__and3_1: 130
sky130_fd_sc_hd__o211ai_1: 11
sky130_fd_sc_hd__nor4_1: 37
sky130_fd_sc_hd__edfxtp_1: 389
sky130_fd_sc_hd__nor3_1: 105
[logic make-up (layout without fill, tap and decap cells)]
kind of cell    Yosys count  in the layout  synth area share (%)
fa+ha+maj                17             17                 0.922
flops                   513            513                  61.4
simple gates            646            646                  15.0
compound gates          114            114                  4.17
mux                     151            151                  13.1
buf+inv                 190            230                  3.42
xor+xnor                 53             53                  2.04
[sequential cells by signal (all words and copies together) (netlist names), 2 cells and up, named ones only]
register,count
SYNCHRONIZER.count,5
FSM.temp,2
FIFO_0.wr_ptr,5
FSM.state,8
FIFO_0.mem,128
REGISTER.internal_parity,8
REGISTER.packet_parity,8
REGISTER.full_state_byte,8
FIFO_2.mem,128
FIFO_1.rd_ptr,5
FIFO_0.rd_ptr,5
FIFO_2.dout,8
FIFO_1.dout,8
REGISTER.header_byte,8
FIFO_0.dout,8
FIFO_1.wr_ptr,5
FIFO_1.mem,128
FIFO_2.rd_ptr,5
FIFO_2.wr_ptr,5
SYNCHRONIZER.temp,2
REGISTER.dout,8
Power figures rest on the tool's default switching activity, not on a simulated workload.
